===== design/flow/config.mk =====
export PLATFORM = sky130hd
export DESIGN_NAME = CONV
export DESIGN_NICKNAME = CONV
export VERILOG_FILES = /design/flow/design.v
export SDC_FILE = /design/flow/constraint.sdc
export NUM_CORES = 4
export LEC_CHECK = 1
export CORE_UTILIZATION = 40

===== design/flow/design.v =====
`timescale 1ns/10ps
module  CONV(
            input		  clk,
            input		  reset,
            output		  busy,
            input		  ready,
            output [11:0] iaddr,
            input  [19:0] idata,
            output	 	  cwr,
            output [11:0] caddr_wr,
            output [19:0] cdata_wr,
            output	 	  crd,
            output [11:0] caddr_rd,
            input  [19:0] cdata_rd,
            output [ 2:0] csel
        );
localparam TRUE = 1'b1;
localparam FALSE = 1'b0;
localparam IMG_NO_PADDING_BIT = 6;
localparam IMG_PADDING_BIT = IMG_NO_PADDING_BIT + 1;
reg [IMG_NO_PADDING_BIT-1:0] img_x, img_y;   
reg signed [IMG_PADDING_BIT-1:0] img_padding_x, img_padding_y;  
reg  [11:0] img_addr;
wire [19:0] img_data = idata;
assign iaddr = img_addr;
reg busy_o;
assign busy = busy_o;
reg mem_valid_w;
reg [11:0] mem_addr_w;
reg [19:0] mem_data_w;
assign cwr = mem_valid_w;
assign caddr_wr = mem_addr_w;
assign cdata_wr = mem_data_w;
reg mem_valid_r;
reg [11:0] mem_addr_r;
wire [19:0] mem_data_r;
assign crd = mem_valid_r;
assign caddr_rd = mem_addr_r;
assign mem_data_r = cdata_rd;
reg [ 2:0] mem_sel;
assign csel = mem_sel;
localparam TIMER_MAX = 9;    
localparam TIMER_BIT = $clog2(TIMER_MAX);
reg [TIMER_BIT-1 : 0] timer;
localparam MEM_NONE = 3'b000,    
           MEM_LAYER0 = 3'b001,  
           MEM_LAYER1 = 3'b011;  
reg [39:0] add_a, add_b, add_o;
reg [19:0] mul_a, mul_b;
reg [39:0] mul_o;
wire [19:0] kernel[0:8];
assign kernel[0] = 20'h0A89E;
assign kernel[1] = 20'h092D5;
assign kernel[2] = 20'h06D43;
assign kernel[3] = 20'h01004;
assign kernel[4] = 20'hF8F71;
assign kernel[5] = 20'hF6E54;
assign kernel[6] = 20'hFA6D7;
assign kernel[7] = 20'hFC834;
assign kernel[8] = 20'hFAC19;
wire [19:0] bias = 20'h01310;
reg first_state_flg;
wire next_conv_pixel_flg = (timer==10);
wire next_maxp_pixel_flg = (timer==4);
reg next_conv_pixel_flg_buf;
wire edge_flg = (img_padding_x[6] || img_padding_y[6]);
reg edge_flg_buf;
localparam FSM_STATE_NUM = 4,
           FSM_STATE_BIT = $clog2(FSM_STATE_NUM);
localparam FSM_IDLE     = {{FSM_STATE_BIT-2{1'b0}}, 2'd0},
           FSM_CONV     = {{FSM_STATE_BIT-2{1'b0}}, 2'd1},
           FSM_MAXP     = {{FSM_STATE_BIT-2{1'b0}}, 2'd2};
reg [FSM_STATE_BIT-1 : 0] cur_state, nxt_state;
wire fsm_start_flg = (ready);
wire fsm_conv_finish_flg = (mem_addr_w=={6'd63, 6'd63} && mem_valid_w);
wire fsm_maxp_finish_flg = (mem_addr_w=={12'd1023} && mem_valid_w);
always @(*) begin
    case(cur_state)
        FSM_IDLE     : begin
            if(fsm_start_flg) begin
                first_state_flg = TRUE;
            end
            else begin
                first_state_flg = FALSE;
            end
        end
        FSM_CONV     : begin
            if(fsm_conv_finish_flg) begin
                first_state_flg = TRUE;
            end
            else begin
                first_state_flg = FALSE;
            end
        end
        FSM_MAXP     : begin
            if(fsm_maxp_finish_flg) begin
                first_state_flg = TRUE;
            end
            else begin
                first_state_flg = FALSE;
            end
        end
        default      : begin
            first_state_flg = FALSE;
        end
    endcase
end
always @(posedge clk or posedge reset) begin
    if(reset) begin
        cur_state <= FSM_IDLE;
    end
    else begin
        cur_state <= nxt_state;
    end
end
always @(*) begin
    case(cur_state)
        FSM_IDLE     : begin
            if(fsm_start_flg) begin
                nxt_state = FSM_CONV;
            end
            else begin
                nxt_state = FSM_IDLE;
            end
        end
        FSM_CONV     : begin
            if(fsm_conv_finish_flg) begin
                nxt_state = FSM_MAXP;
            end
            else begin
                nxt_state = FSM_CONV;
            end
        end
        FSM_MAXP     : begin
            if(fsm_maxp_finish_flg) begin
                nxt_state = FSM_IDLE;
            end
            else begin
                nxt_state = FSM_MAXP;
            end
        end
        default      : begin
            nxt_state = FSM_IDLE;
        end
    endcase
end
always @(posedge clk or posedge reset) begin
    if(reset) begin
        busy_o <= FALSE;
    end
    else begin
        case(cur_state)
            FSM_IDLE     : begin
                if(fsm_start_flg) begin
                    busy_o <= TRUE;
                end
            end
            FSM_MAXP     : begin
                if(fsm_maxp_finish_flg) begin
                    busy_o <= FALSE;
                end
            end
            default      : begin
                busy_o <= busy_o;
            end
        endcase
    end
end
always @(posedge clk or posedge reset) begin
    if(reset) begin
        edge_flg_buf <= FALSE;
    end
    else begin
        edge_flg_buf <= edge_flg;
    end
end
always @(*) begin
    case(cur_state)
        FSM_CONV     : begin
            if(fsm_conv_finish_flg) begin
                img_x = 0;
                img_y = 0;
            end
            else begin
                if(next_conv_pixel_flg_buf) begin
                    if(mem_addr_w[5:0]==6'd63) begin
                        img_x = 0;
                        img_y = mem_addr_w[11:6] + 6'd1;
                    end
                    else begin
                        img_x = mem_addr_w[5:0]  + 6'd1;
                        img_y = mem_addr_w[11:6];
                    end
                end
                else begin
                    img_x = mem_addr_w[5:0];
                    img_y = mem_addr_w[11:6];
                end
            end
        end
        FSM_MAXP     : begin
            img_x = img_addr[5:0];
            img_y = img_addr[11:6];
        end
        default      : begin
            img_x = 0;
            img_y = 0;
        end
    endcase
    case(cur_state)
        FSM_MAXP: begin
            img_padding_x = $signed({1'b0,img_x});
            img_padding_y = $signed({1'b0,img_y});
        end
        default: begin
            case(timer)
                0: begin
                    if(first_state_flg) begin
                        img_padding_x = $signed({1'b0,img_x}) - $signed(7'd1);
                        img_padding_y = $signed({1'b0,img_y}) - $signed(7'd1);
                    end
                    else begin
                        img_padding_x = $signed({1'b0,img_x});
                        img_padding_y = $signed({1'b0,img_y}) - $signed(7'd1);
                    end
                end
                1: begin
                    img_padding_x = $signed({1'b0,img_x}) + $signed(7'd1);
                    img_padding_y = $signed({1'b0,img_y}) - $signed(7'd1);
                end
                2: begin
                    img_padding_x = $signed({1'b0,img_x}) - $signed(7'd1);
                    img_padding_y = $signed({1'b0,img_y});
                end
                3: begin
                    img_padding_x = $signed({1'b0,img_x});
                    img_padding_y = $signed({1'b0,img_y});
                end
                4: begin
                    img_padding_x = $signed({1'b0,img_x}) + $signed(7'd1);
                    img_padding_y = $signed({1'b0,img_y});
                end
                5: begin
                    img_padding_x = $signed({1'b0,img_x}) - $signed(7'd1);
                    img_padding_y = $signed({1'b0,img_y}) + $signed(7'd1);
                end
                6: begin
                    img_padding_x = $signed({1'b0,img_x});
                    img_padding_y = $signed({1'b0,img_y}) + $signed(7'd1);
                end
                7: begin
                    img_padding_x = $signed({1'b0,img_x}) + $signed(7'd1);
                    img_padding_y = $signed({1'b0,img_y}) + $signed(7'd1);
                end
                default : begin
                    img_padding_x = $signed({1'b0,img_x}) - $signed(7'd1);
                    img_padding_y = $signed({1'b0,img_y}) - $signed(7'd1);
                end
            endcase
        end
    endcase
end
always @(posedge clk or posedge reset) begin
    if(reset) begin
        img_addr <= 12'd0;
    end
    else begin
        case(cur_state)
            FSM_IDLE     : begin
                img_addr <= {img_padding_y[5:0], img_padding_x[5:0]};
            end
            FSM_CONV : begin
                if(fsm_conv_finish_flg)
                    img_addr <= 12'd0;
                else
                    img_addr <= {img_padding_y[5:0], img_padding_x[5:0]};
            end
            FSM_MAXP : begin
                if(timer[0]==1'b1) begin
                    if(img_x==6'd63) begin
                        img_addr[11:6] <= img_y + 6'd2;
                    end
                    else begin
                        img_addr[11:6] <= img_y;
                    end
                    img_addr[5:0] <= img_x + 6'd1;
                end
            end
            default      : begin
                img_addr <= 12'd0;
            end
        endcase
    end
end
always @(posedge clk or posedge reset) begin
    if(reset) begin
        mem_valid_w <= FALSE;
        mem_addr_w <= 12'd0;
        mem_data_w <= 20'd0;
    end
    else begin
        case(cur_state)
            FSM_CONV     : begin
                if(fsm_conv_finish_flg) begin
                    mem_valid_w <= FALSE;
                    mem_addr_w <= 12'hfff;
                    mem_data_w <= 20'd0;
                end
                else begin
                    if(next_conv_pixel_flg) begin
                        mem_valid_w <= TRUE;
                        mem_addr_w <= mem_addr_w;
                    end
                    else begin
                        mem_valid_w <= FALSE;
                        mem_addr_w <= {img_y, img_x};
                    end
                    if(add_o[39]==1'b0) begin    
                        mem_data_w <= add_o[40-4-1 -: 20] + add_o[15];
                    end
                    else begin
                        mem_data_w <= 20'd0;
                    end
                end
            end
            FSM_MAXP     : begin
                if(next_maxp_pixel_flg)
                    mem_valid_w <= TRUE;
                else
                    mem_valid_w <= FALSE;
                if(next_maxp_pixel_flg)
                    mem_addr_w <= mem_addr_w + 12'd1;
                case(timer)
                    1: begin
                        mem_data_w <= mem_data_r;
                    end
                    2,3,4: begin
                        if(mem_data_w < mem_data_r)
                            mem_data_w <= mem_data_r;
                    end
                    default:
                        mem_data_w <= mem_data_w;
                endcase
            end
            default      : begin
                mem_valid_w <= FALSE;
                mem_addr_w <= 12'd0;
                mem_data_w <= 20'd0;
            end
        endcase
    end
end
always @(posedge clk or posedge reset) begin
    if(reset) begin
        mem_valid_r <= FALSE;
        mem_addr_r <= 12'd0;
    end
    else begin
        case(cur_state)
            FSM_CONV     : begin
                if(fsm_conv_finish_flg)
                    mem_valid_r <= TRUE;
                else
                    mem_valid_r <= FALSE;
                mem_addr_r <= 12'd0;
            end
            FSM_MAXP     : begin
                if(next_maxp_pixel_flg)
                    mem_valid_r <= FALSE;
                else
                    mem_valid_r <= TRUE;
                case(timer)
                    0, 2: begin
                        mem_addr_r <= {img_padding_y[5:0], img_padding_x[5:0]};
                    end
                    1, 3: begin
                        mem_addr_r <= {img_padding_y[5:0]+$signed(7'd1), img_padding_x[5:0]};
                    end
                    default : begin
                        mem_addr_r <= {img_padding_y[5:0], img_padding_x[5:0]};
                    end
                endcase
            end
            default      : begin
                mem_valid_r <= FALSE;
                mem_addr_r <= 12'd0;
            end
        endcase
    end
end
always @(posedge clk or posedge reset) begin
    if(reset) begin
        mem_sel <= MEM_NONE;
    end
    else begin
        case(cur_state)
            FSM_CONV     : begin
                mem_sel <= MEM_LAYER0;
            end
            FSM_MAXP     : begin
                if(next_maxp_pixel_flg) begin
                    mem_sel <= MEM_LAYER1;
                end
                else begin
                    mem_sel <= MEM_LAYER0;
                end
            end
            default      : begin
                mem_sel <= MEM_NONE;
            end
        endcase
    end
end
always @(posedge clk or posedge reset) begin
    if(reset) begin
        timer <= {{TIMER_BIT-1{1'b0}},1'b0};
    end
    else begin
        case(cur_state)
            FSM_CONV     : begin
                if(first_state_flg) begin
                    timer <= {{TIMER_BIT-1{1'b0}},1'b0};
                end
                else if(fsm_conv_finish_flg) begin
                    timer <= {{TIMER_BIT-1{1'b0}},1'd0};
                end
                else begin
                    if(next_conv_pixel_flg_buf)
                        timer <= {{TIMER_BIT-1{1'b0}},1'b0};
                    else
                        timer <= timer + {{TIMER_BIT-1{1'b0}},1'b1};
                end
            end
            FSM_MAXP     : begin
                if(first_state_flg) begin
                    timer <= {{TIMER_BIT-3{1'b0}},3'd0};
                end
                else begin
                    if(next_maxp_pixel_flg)
                        timer <= {{TIMER_BIT-1{1'b0}},1'b0};
                    else
                        timer <= timer + {{TIMER_BIT-1{1'b0}},1'b1};
                end
            end
            default      : begin
                timer <= {{TIMER_BIT-1{1'b0}},1'b0};
            end
        endcase
    end
end
always @(*) begin
    add_o = $signed(add_a) + $signed(add_b);
end
always @(posedge clk or posedge reset) begin
    if(reset) begin
        add_a <= 40'd0;
        add_b <= 40'd0;
    end
    else begin
        case(cur_state)
            FSM_IDLE     : begin
                if(fsm_start_flg) begin
                    add_a <= {4'd0,bias, 16'd0};
                    add_b <= 40'd0;
                end
                else begin
                    add_a <= 40'd0;
                    add_b <= 40'd0;
                end
            end
            FSM_CONV     : begin
                if(next_conv_pixel_flg) begin
                    add_a <= {4'd0,bias, 16'd0};
                    add_b <= 40'd0;
                end
                else begin
                    add_a <= add_o;
                    add_b <= mul_o;
                end
            end
            default      : begin
                add_a <= 40'd0;
                add_b <= 40'd0;
            end
        endcase
    end
end
always @(*) begin
    mul_o = $signed(mul_a) * $signed(mul_b);
end
always @(posedge clk or posedge reset) begin
    if(reset) begin
        mul_a <= 20'd0;
        mul_b <= 20'd0;
    end
    else begin
        case(cur_state)
            FSM_CONV     : begin
                if(edge_flg_buf)
                    mul_a <= 20'd0;
                else
                    mul_a <= img_data;
                if(timer<9)
                    mul_b <= kernel[timer];
                else
                    mul_b <= 20'd0;
            end
            default      : begin
                mul_a <= 20'd0;
                mul_b <= 20'd0;
            end
        endcase
    end
end
always @(posedge clk or posedge reset) begin
    if(reset) begin
        next_conv_pixel_flg_buf <= FALSE;
    end
    else begin
        next_conv_pixel_flg_buf <= next_conv_pixel_flg;
    end
end
endmodule

===== design/flow/constraint.sdc =====
current_design CONV

set clk_period 19.1
set clk_io_pct 0.2

create_clock -name clk0 -period $clk_period [get_ports {clk}]

set non_clock_inputs [all_inputs -no_clocks]
set_input_delay [expr $clk_period * $clk_io_pct] -clock clk0 $non_clock_inputs
set_output_delay [expr $clk_period * $clk_io_pct] -clock clk0 [all_outputs]

===== design/flow/run.sh =====
#!/bin/bash
# OpenROAD 26Q1-2900-gdf79404cd8, Yosys 0.63+post, stock flow scripts
make -C /OpenROAD-flow-scripts/flow DESIGN_CONFIG=/design/flow/config.mk WORK_HOME=/design/flow/orfs finish

==> CHANGELOG.md <==
## Flow update

- Status: completed
- Setup TNS: 0 ns
- Htree depth: 4
- Dpl cells: around 3900
- CTS Buf Count: 17
- Worst r2r src: mul_b[2]
- Hold Crit Class: flop to flop
- Seq/Total Area, Yosys: ~18%
- Clk_skew: a little under 0.02 ns
- Rows: around 94
- Clk sinks: about 190
- Drt drc: 0
- YS chip area: around 27000 um2
- Setup repair bufs after CTS: 0
- Hold_buf cts: 0
- Post-synthesis cell type count: 94
- Worst-Margin Slew: about 0.86 ns
- Simple-Gate Area Share: between 15 and 20%
- Most frequent logic cell in the layout: inv_1
- Slew headroom: between 40 and 50%
- Mean Syn Cell Area: a little under 9 um2
- Antenna cells: 0
- Synthesized area: 26600 um2
- Fin. max-slew vios: 0
- Port Buf Inserts: slightly above 100
- First-pass GRT wire length: about 110000 um
- GRT overflow: 0
- Vias in the first global route: about 20000
- MUX share of area: 0.457%
- Yosys cell count: 2988
- Yosys warns: 1
- Hold_sp: img_addr[2]
- Number of max-cap violations: 0
- Reg clk slew, reported paths: 0.08 ns
- Die ar.: ~67000 um2
- FP Util: approximately two fifths
- Met2 wire len: between 30000 and 40000 um
- Final cell count without fillers: just under 4000
- Worst Path Required: 19.46 ns
- GP Congestion: around 0.93
- Clk buf depth: 2
- Critical path startpoint: mul_b[2]
- Routed WL: approximately 63000 um
- CORE AREA: approximately 66000 um2
- Final setup viols: 0
- Largest net degree at the start of global routing: slightly below 100
- CTS root buf: clkbuf_16
- Router iterations before antenna repair: 6
- Initial antenna violation count: 0
- Worst Path Arrival: 7.74 ns
- RSZ-0062 raised after global routing: false
- Main flop type: dfrtp_1
- Vias: ~20000
- Syn Inst Count: between 2000 and 3000
- Top Layout Cells: inv_1, fa_1, nand2_1
- Crit share post-route: about 39%
- Clk ins delay skew pair: ~0.5 ns
- Worst Setup End Kind: flop
- Ys flops: 187
- Aoi share: between 10 and 15%
- Area Growth Syn to Fin: 9.32%
- TritonCTS clock tree: done
- CP Class: flop to flop
- Reg area: 4680 um2
- Die Wd: ~260 um
- Crit path time final: 7.38 ns
- Crit path launch type: flop
- Routed WL per cell: 16.3 um
- Worst Path Max Fanout: 20
- DRT iter0 DRCs: about 940
- Max layer used: met4
- Fillers: 6302
- GRT Overall Usage: between 20% and 30%
- Max Clk Rate: 136 MHz
- Post-cts resize count: 0
- Adders+Majority by Area: 39.8%
- Routed wl met3: ~2600 um
- Met1 WL: 28000 um
- Final Hold Fails: 0
- Hpwl dp: between 50000 and 60000 um
- Final ANT Viol Nets: 0
- Post-synth ARST share: 100%
- Yosys xor share: 3.72%
- Die Y: between 200 and 300 um
- I/O Pins: approximately 110
- Vias/cell: between 5 and 6
- Dominant comb cell: adder cells
- Share of cells above drive strength 1: 3.38%
- Gate Area: roughly 19000 um2
- Tool Warnings: 29
- EDFF count, synth: 0
## registers in the layout, summed over array words and instances, names as in the netlist
| name | cells |
|---|---|
| add_a | 40 |
| add_b | 40 |
| mem_data_w | 20 |
| mul_a | 20 |
| mul_b | 17 |
| img_addr | 12 |
| mem_addr_r | 12 |
| mem_addr_w | 12 |
| timer | 4 |
| cur_state | 3 |
| mem_sel | 2 |
| busy_o | 1 |
| edge_flg_buf | 1 |
| mem_valid_r | 1 |
| mem_valid_w | 1 |
| next_conv_pixel_flg_buf | 1 |
## critical path: stages, from the launching register on
cell and delay (ns):
dfrtp_1 0.77, nand2_1 0.26, fa_1 0.60, fa_1 0.59, inv_1 0.07, fa_1 0.73
inv_1 0.26, fa_1 0.53, inv_1 0.05, fa_1 0.48, fa_1 0.49, inv_1 0.05
fa_1 0.49, inv_1 0.04, ha_1 0.35, a21o_1 0.21, a21o_1 0.17, a21oi_1 0.17
nand2b_1 0.12, o221ai_1 0.17, o21ai_0 0.33, o31ai_1 0.12, xnor2_1 0.14, nor2_1 0.05
## worst paths after layout
| path | endpoint | slack, ns | cells after the start |
|---|---|---|---|
| worst max register to register | add_b[39] | 11.72 | 23 |
| max in group asynchronous | mul_a[1] | 14.07 | 3 |
| min in group asynchronous | mem_addr_r[5] | 3.86 | 2 |
| worst min register to register | img_addr[2] | 0.55 | 2 |
| worst min-delay path | img_addr[2] | 0.55 | 2 |
| worst max-delay path | add_b[39] | 11.72 | 23 |
## synthesized netlist by cell type, drive strengths merged, types with 13 or more instances
cell    number  area share, %
nand3       34           0.66
o21bai      16           0.45
inv        546            7.7
buf         17           0.32
nand2      280            4.0
a21oi      132            2.5
nand2b      17           0.40
or3         13           0.31
clkbuf     119            1.7
nor3        55            1.0
a31oi       13           0.31
ha         183            8.6
xnor2       68            2.2
nand4       27           0.64
dfrtp      186             18
o21ai      129            2.4
and2       224            5.3
a221oi      13           0.48
fa         414             31
a21o        32           0.90
nor2b       14           0.33
xor2        45            1.5
o21a        16           0.45
nor2       193            2.7
and3        21           0.49
## cells by family (layout without fill, tap and decap cells)
group / Yosys count / in the layout
compound gates: 466 / 466
other cells: 1 / 1
fa+ha+maj: 597 / 597
buf+inv: 685 / 715
flops: 187 / 187
simple gates: 927 / 927
mux: 12 / 12
xor+xnor: 113 / 113
## routing by layer
layer,vias to the layer above,global-route usage (%)
met3,66,3.12
met4,0,3.92
li1,9498,-
met1,9941,31.6
met5,-,0
met2,366,33.3
## through the flow
| stage | util [%] | worst slack [ns] | hold WS, ns | cell area [um2] |
|---|---|---|---|---|
| 3_5_place_dp | 43.2 | 11.77 | 0.546 | 28400 |
| 3_3_place_gp | 43.2 | 11.83 | 0.538 | 28400 |
| 6_report | 44.2 | 11.72 | 0.550 | 29100 |
| 5_1_grt | 44.2 | 11.24 | 0.588 | 29100 |
| 2_1_floorplan | - | 10.20 | 0.449 | 26600 |
| 4_1_cts | 44.2 | 11.73 | 0.568 | 29100 |
## area by class of cell
type	count	share of cell area [%]
Multi-Input combinational cell	2116	66.5
Sequential cell	187	16.1
Inverter	549	7.12
Timing Repair Buffer	134	4.35
Tap cell	864	3.72
Clock buffer	17	1.46
Clock inverter	15	0.728
